**run.sh**
```bash
#!/bin/bash
# OpenROAD 26Q1-2900-gdf79404cd8, Yosys 0.63+post, stock flow scripts
make -C /OpenROAD-flow-scripts/flow DESIGN_CONFIG=/design/flow/config.mk WORK_HOME=/design/flow/orfs finish
```
**constraint.sdc**
```tcl
current_design adder

set clk_period 2.1
set clk_io_pct 0.2

create_clock -name clk0 -period $clk_period [get_ports {clk}]

set non_clock_inputs [all_inputs -no_clocks]
set_input_delay [expr $clk_period * $clk_io_pct] -clock clk0 $non_clock_inputs
set_output_delay [expr $clk_period * $clk_io_pct] -clock clk0 [all_outputs]
```
**config.mk**
```make
export PLATFORM = sky130hd
export DESIGN_NAME = adder
export DESIGN_NICKNAME = adder
export VERILOG_FILES = /design/flow/design.v
export SDC_FILE = /design/flow/constraint.sdc
export NUM_CORES = 4
export LEC_CHECK = 1
export CORE_AREA = 10 10 70 70
export DIE_AREA = 0 0 80 80
```
**design.v**
```verilog
`default_nettype none
module adder (
    input logic [3:0] a_in, b_in,
    output logic [4:0] x_out,
    input logic clk
);
    logic [3:0] a_reg, b_reg;
    always_ff @(posedge clk) begin
        a_reg <= a_in;
        b_reg <= b_in;
        x_out <= a_reg + b_reg;
    end
endmodule
```
==> qor.txt <==
Min Hold Slack = 0.455 ns
# rows = 21
Tmin final = 1.45 ns
RePlAce Congestion = 0.641
WS Path Type = reg -> out
Filler instances = 388
Count of cell types in the netlist = 10
Max reg flops = 5
I/O Pins = 14
Crit path DRT = 1.68 ns
Total CTS buffers = 3
CTS tree = built
DR pass1 iterations = 2
Worst Max-Slew Pin Slew = 0.166 ns
Core area = 0.00342 mm2
Slowest stage delay, CP = 0.46 ns
RSZ-0062 raised after global routing = no
Total Routing Usage GR = 0.0210
Largest net degree at the start of global routing = 8
Hold Path Cell Cnt = 1
CP Capture Type = primary output
Iter 0 DRT Violations = 4
Synth warn = 1
Register-to-register setup slack = 0.85 ns
HPWL after DPL = 593 um
Reg2reg path depth = 6
Largest area contributor in the netlist = dfxtp_1
Synth-to-layout area growth = 53.9%
Full die area = 0.00640 mm2
Highest clock rate = 0.688 GHz
Worst path bufs/invs = 1
Final Hold Fails = 0
Worst r2r src = a_reg[0]
Largest type area fraction = 0.656
Cell area after synthesis = 397 um2
Final Instance Area = 611 um2
Pwr dens = 799 mW/mm2
Max_slew headroom = 0.888
Cell Count, Final, Fillers Out = 92
Dpl ws = 0.861 ns
CTS max path bufs = 2
Post-Syn Instances = 29
Setup WS post-layout = 0.647 ns
Post-CTS Setup Inserts = 0
Port bufs = 13
Drt drc = 0
Total gr overflow = 0
Skew final = 0.000378 ns
CTS clock-pin slew for the worst setup and hold paths = 0.07 ns
Number of global-route vias before repair = 268
Setup tns final = 0 ns
Die Ht = 80 um
Worst VDD drop = 0.127 mV
Tool warnings = 25
Final Cycle Share = 0.692
Die Span X = 80 um
Min-delay src = b_reg[0]
Fraction of layout instances using a drive strength above 1 = 0.0870
Leak = 0.253 nW
Post-CTS sizing = 0
Register share after synthesis = 0.656
Hold Path Class = reg -> reg
Mean post-synth cell area = 13.7 um2
Drt via density = 2.62
Placed inst area = 584 um2
Arr. time, crit path = 1.03 ns
Initial antenna violation count = 0
Worst hold endpoint = x_out[0]
First-pass GRT wire length = 1.04 mm
Yosys Instances = 29
Slowest cell on the critical path = clkdlybuf4s50_1
Clock sink count = 13
Crit path max-delay family = buffers and inverters
Startpoint types = flop
Fp_density = 0.116
Diode count = 0
Final wirelength = 670 um
Maximum fanout along the worst path = 1
Remaining antenna violation count = 0
H-Tree Depth = 1
Area figure in the yosys stat output = 397 um2
Slew Viols, Final = 0
Yosys reg bits = 13
Latency at later pin = 0.26 ns
Crit-path cells = clkdlybuf4s50_1
Top cells, area = dfxtp_1, ha_1, fa_1
Maxcap violations = 0
Root Buffer = clkbuf_4
Routed len/inst = 7.28 um
Placed cells = 88
Status = completed
Final setup violating endpoints = 0
Cts hold-fix bufs = 0
Reg2reg end = x_out[4]
Vias = 241
[routing by layer]
layer | vias up | global-route usage | wire (um)
met4 | 0 | 0.00704 | 5
met5 | - | 0 | 0
li1 | 125 | - | -
met2 | 8 | 0.0329 | 315
met3 | 2 | 0.0216 | 145
met1 | 106 | 0.0177 | 203
[layout make-up]
cell class / instances / area, um2 / share of cell area
clock buffers: 4 / 26.3 / 0.0430
inverters: 4 / 15.0 / 0.0246
multi-input cells: 12 / 121 / 0.199
flip-flops and latches: 13 / 260 / 0.426
well taps: 46 / 57.6 / 0.0943
repair buffers: 13 / 130 / 0.213
[per-stage QoR]
step,util,power (mW)
6_report,0.179,0.488
5_1_grt,0.179,0.519
4_1_cts,0.179,0.500
3_5_place_dp,0.171,0.351
3_3_place_gp,0.171,0.350
2_1_floorplan,-,0.302
[cells in the mapped netlist, drive strengths merged]
cell,count
dfxtp,13
fa,1
a21oi,1
o21ai,1
xnor2,2
inv,4
nor2b,1
ha,4
a21o,1
nand2b,1
[kinds of logic after synthesis]
kind of cell | share of synthesized area
buffers and inverters | 0.0378
XOR/XNOR | 0.0442
flip-flops | 0.656
adder cells (fa/ha/maj) | 0.177
AND-OR/OR-AND | 0.0536
AND/OR/NAND/NOR | 0.0316
[layout by cell type (no fill, tap or decap), drive strengths merged]
cell type	netlist	routed
a21o	1	1
a21oi	1	1
clkbuf	0	4
clkdlybuf4s50	0	13
dfxtp	13	13
fa	1	1
ha	4	4
inv	4	4
nand2b	1	1
nor2b	1	1
o21ai	1	1
xnor2	2	2
[power by group]
| part | internal [mW] | switching, mW | leakage [nW] | total [mW] |
|---|---|---|---|---|
| Clock | 0.0734 | 0.0715 | 0.0150 | 0.145 |
| Combinational | 0.0508 | 0.0169 | 0.129 | 0.0677 |
| Sequential | 0.269 | 0.00585 | 0.110 | 0.275 |
| Total | 0.394 | 0.0942 | 0.253 | 0.488 |
[worst max-delay path by stage]
| stage | from | slack (ns) | cells past startpoint | end |
|---|---|---|---|---|
| global route | x_out[3] | 0.59 | 1 | x_out[3] |
| CTS | x_out[0] | 0.61 | 1 | x_out[0] |
| finish | x_out[0] | 0.65 | 1 | x_out[0] |
Power and IR drop assume default switching activity.
