## ./run.sh

```bash
#!/bin/bash
# OpenROAD 26Q1-2900-gdf79404cd8, Yosys 0.63+post, stock flow scripts
make -C /OpenROAD-flow-scripts/flow DESIGN_CONFIG=/design/flow/config.mk WORK_HOME=/design/flow/orfs finish
```

## ./config.mk

```make
export PLATFORM = sky130hd
export DESIGN_NAME = hidden_fsm
export DESIGN_NICKNAME = hidden_fsm
export VERILOG_FILES = /design/flow/design.v
export SDC_FILE = /design/flow/constraint.sdc
export NUM_CORES = 4
export LEC_CHECK = 1
export CORE_AREA = 10 10 70 70
export DIE_AREA = 0 0 80 80
```

## ./constraint.sdc

```tcl
current_design hidden_fsm

set clk_period 1.2
set clk_io_pct 0.2

create_clock -name clk0 -period $clk_period [get_ports {clk}]

set non_clock_inputs [all_inputs -no_clocks]
set_input_delay [expr $clk_period * $clk_io_pct] -clock clk0 $non_clock_inputs
set_output_delay [expr $clk_period * $clk_io_pct] -clock clk0 [all_outputs]
```

## ./design.v

```verilog
module hidden_fsm (
    input logic clk,
    input logic data_avail,
    output logic buf_en,
    output logic [1:0] out_sel,
    output logic out_writing
);
    typedef enum logic [2:0] {
        A = 3'b000,   
        B = 3'b001,   
        C = 3'b010,   
        D = 3'b011,   
        E = 3'b100,   
        INVALID1 = 3'b101,   
        INVALID2 = 3'b110,   
        INVALID3 = 3'b111    
    } state_t;
    state_t cur_state, next_state;
    always_ff @(posedge clk) begin
        cur_state <= next_state;
    end
    always_comb begin
        case (cur_state)
            A: begin
                if (data_avail)
                    next_state = E;
                else
                    next_state = A;
            end
            B: begin
                next_state = C;
            end
            C: begin
                next_state = D;
            end
            D: begin
                if (data_avail)
                    next_state = E;
                else
                    next_state = A;
            end
            E: begin
                next_state = B;
            end
            INVALID1: begin
                next_state = INVALID1;
            end
            INVALID2: begin
                next_state = INVALID2;
            end
            INVALID3: begin
                next_state = INVALID3;
            end
            default: begin
                next_state = A;
            end
        endcase
    end
    always_comb begin
        buf_en = 1'b0;
        out_sel = 2'b00;
        out_writing = 1'b0;
        case (cur_state)
            A: begin
                buf_en = 1'b0;
                out_sel = 2'b01;
                out_writing = 1'b1;
            end
            B: begin
                buf_en = 1'b0;
                out_sel = 2'b11;
                out_writing = 1'b1;
            end
            C: begin
                buf_en = 1'b1;
                out_sel = 2'b00;
                out_writing = 1'b0;
            end
            D: begin
                buf_en = 1'b0;
                out_sel = 2'b01;
                out_writing = 1'b1;
            end
            E: begin
                buf_en = 1'b0;
                out_sel = 2'b10;
                out_writing = 1'b1;
            end
            INVALID1, INVALID2, INVALID3: begin
                buf_en = 1'b0;
                out_sel = 2'b00;
                out_writing = 1'b0;
            end
            default: begin
                buf_en = 1'b0;
                out_sel = 2'b00;
                out_writing = 1'b0;
            end
        endcase
    end
endmodule
```

==> notes.md <==
The full implementation flow was run.

The number of primary I/O pins stands at 6. The cell-internal power stands at ~0.70 mW. The synthesis-to-finish area growth stands at 41.26%. The analysis reports a worst IR drop on VDD of between 0.0003 and 0.0004 V. The number of maximum-capacitance violations recorded for the run is 0.

The count of unique library cells instantiated by Yosys stands at 14. The routed via count stands at about 190. The post-route cell area stands at 394.1 um2. The logs give a warning total of 25. The first-pass GRT wire length stands at approximately 700 um. Looking at the setup timing report, the critical path kind is flip-flop to flip-flop.

The die height stands at around 80 um. The detail-routed via count per cell stands at 2.436. The number of nets with antenna violations after detailed routing stands at 0.

The core region is 3416 um2. The global placement routability congestion stands at between 0.6 and 0.7. Measured on the finished design, the core utilization comes to between 10% and 20%. Row generation in the floorplan step produced 21 rows. At the worst endpoint, the required time is between 1 and 1.5 ns. The global router's overall resource usage stands at about 1.3%. The switching power of the nets stands at roughly 0.31 mW.

The synthesized instance count is 24. The share of power burned in combinational logic stands at 29.4%. The die covers ~6400 um2. The final hold violation count stands at 0. The post-synthesis sequential area ratio stands at 50.22%. The hold buffer count at CTS stands at 0. The shortest clock period the worst path allows after layout stands at ~1.0 ns.

For this run, the top clock speed supported by timing is just under 1000 MHz. Routed signal wires occupy layers up through met3. Setup slack on the critical path of the routed design comes to between 0.15 and 0.2 ns. The post-detailed-routing wire length stands at approximately 430 um.

The final timing report lists clock skew as slightly above 0.004 ns. Across all hold checks on the routed design, the worst slack comes to between 0.5 and 0.6 ns. In this run the worst path has a maximum fanout of 12. The timing report attributes the biggest portion of critical-path delay to flip-flops. The count of final max-slew check failures stands at 0. The timing report notes that buffer and inverter cells on the critical path total 0. In this run, CTS created clock tree buffers numbering 3. In the detailed route, the total length drawn on met2 is roughly 160 um.

The average cell area after synthesis stands at ~12 um2. The via count of the first global-routing pass is 168. Global routing finished with a remaining overflow of 0. The highest cell delay on the worst timing path stands at 0.57 ns. The leakage power summed over all cells stands at 0.1480 nW. The setup slack after placement stands at -0.1082 ns. The cell area that synthesis handed to floorplanning was roughly 280 um2. The count of inserted antenna diode cells stands at 0. The share of cells above drive strength 1 stands at 18.75%. For this configuration, the core starts out at a cell density of under 10%. The clock-pin slew of the registers on the worst-case setup and hold paths stands at about 0.050 ns.

The normalized max-slew margin stands at between 70 and 80%. The signal on the critical path passes through nor4b_2, a221o_1. The flip-flop and latch count after synthesis stands at 7. Setup repair after global routing left no endpoint under its margin.

The width of the die stands at approximately 80 um. Per the STA report, the cell with the highest stage delay on the worst path is dfxtp_1. Looking at the clock tree report, the maximum root-to-sink buffer count equals 2.

For this run, the final setup violation count is recorded as 0. As reported, the later end of the worst-skew pair has a clock insertion delay of around 0.25 ns. The number of synthesis warnings stands at 1. At the worst endpoint, the arrival time is 1.18 ns. The area recorded from the Yosys report for this design is between 200 and 300 um2. TritonCTS built the clock tree. The share of total power in the clock network stands at 20.6%. Switching power as a fraction of the total was reported as a little under a third. The power density normalized to cell area stands at ~2600 nW/um2. TritonRoute output was used to compute an average wire per cell of between 5 and 6 um.

The actual transition at the worst max-transition pin stands at around 0.42 ns. The DRC violations left stands at 0. Yosys stat counts 24 cells in the synthesized netlist. STA classifies the critical path endpoint as a flip-flop.

Looking at the clock tree report, the H-tree level count equals 1. The sink count of the clock tree stands at 7. Entering global routing, the biggest net connects 13 pins.

The number of antenna violations at the first check in global routing was 0. The worst setup path is launched from a flip-flop. The count of routing violations after the opening detailed-route iteration stands at 14. The worst path uses between 80 and 90% of the clock period. The iteration count of the initial detailed-routing pass stands at 2.

Of the total power, registers draw about 50%. The met3 wire length stands at roughly 75 um. The run finished with clean final reports. The post-route total power stands at between 1 and 1.5 mW.

The placed standard-cell area stands at about 370 um2. Buffers placed on the I/O ports in this run total 5. Looking at the clock tree report, the root buffer type is clkbuf_4.

The post-route report lists met1 wire length as between 150 and 200 um. The min-delay analysis places its worst path in the category flip-flop to flip-flop.
sequential cells by signal, indices dropped and copies added (netlist names):
register / flops
buf_en: 1
cur_state: 3
out_sel: 2
out_writing: 1
cell usage after synthesis, drive strengths merged:
library cell	count	area [um2]
a21o	1	7.510
nor3b	1	7.510
nor4b	1	15.01
xnor2	2	17.52
a221o	1	10.01
a221oi	1	8.760
nand2	1	3.750
o21bai	1	7.510
dfxtp	7	140.1
buf	2	22.52
mux2i	1	10.01
nor2	1	3.750
o22ai	1	6.260
nand2b	3	18.77
layout by cell type, fill, tap and decap left out:
cell             instances
nor2_1                   1
o21bai_1                 1
dfxtp_2                  1
buf_4                    1
a221o_1                  1
clkdlybuf4s50_1          1
clkbuf_4                 3
a221oi_1                 1
dfxtp_1                  6
nor4b_2                  1
a21o_1                   1
nor3b_1                  1
dlygate4sd2_1            4
nand2_1                  1
xnor2_1                  2
nand2b_1                 3
mux2i_1                  1
o22ai_1                  1
clkbuf_1                 1
power groups by stage:
stage | Combinational, mW | Sequential, mW | Clock (mW)
4_1_cts | 0.306 | 0.507 | 0.222
5_1_grt | 0.345 | 0.531 | 0.239
6_report | 0.299 | 0.508 | 0.209
final timing paths:
| path | slack (ns) | endpoint | start | depth (start not counted) |
|---|---|---|---|---|
| setup reg to reg | 0.16 | cur_state[2] | cur_state[1] | 2 |
| hold / removal | 0.55 | out_writing | cur_state[0] | 1 |
| hold reg to reg | 0.55 | out_writing | cur_state[0] | 1 |
| setup / recovery | 0.16 | cur_state[2] | cur_state[1] | 2 |
worst register-to-register path, cell delays in order, from the launching register on:
cell and delay [ns]:
dfxtp_1 0.57, nor4b_2 0.10, a221o_1 0.26
cells by family after synthesis:
| kind of cell | count (synthesis) | share of synthesized area (%) |
|---|---|---|
| XOR/XNOR | 2 | 6.279 |
| AND-OR/OR-AND | 5 | 14.35 |
| flip-flops | 7 | 50.22 |
| multiplexers | 1 | 3.588 |
| AND/OR/NAND/NOR | 7 | 17.49 |
| buffers and inverters | 2 | 8.071 |
cell type report:
| type | instances | area (um2) |
|---|---|---|
| fillers | 393 | 3022 |
| clock buffers | 4 | 26.28 |
| well taps | 46 | 57.56 |
| repair buffers | 6 | 52.55 |
| multi-input cells | 15 | 116.4 |
| flip-flops and latches | 7 | 141.4 |
metal layers:
layer,up-vias,global-route usage [%]
met5,-,0
met4,0,0.7042
met3,0,1.136
met2,7,1.685
met1,84,1.478
li1,99,-
what timing repair did:
action | in CTS | in global routing
setup buffers | 0 | 0
gates resized | 5 | 0
setup endpoints to repair | 4 | 0
metrics by stage:
stage	TNS [ns]	instances
after floorplan	0	24
final	0	78
after global placement	-0.1033	74
after CTS	0	78
after detailed placement	-0.1311	74
after global routing	0	78
Power figures rest on the tool's default switching activity, not on a simulated workload.
